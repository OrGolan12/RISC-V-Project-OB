[flow/config.mk]
export PLATFORM = sky130hd
export DESIGN_NAME = RAM
export DESIGN_NICKNAME = RAM
export VERILOG_FILES = /design/flow/design.v
export SDC_FILE = /design/flow/constraint.sdc
export NUM_CORES = 4
export LEC_CHECK = 1
export CORE_UTILIZATION = 30
export SYNTH_MEMORY_MAX_BITS = 65536
[flow/constraint.sdc]
current_design RAM

set clk_period 15.0
set clk_io_pct 0.2

create_clock -name clk0 -period $clk_period [get_ports {RAM_clk}]

set non_clock_inputs [all_inputs -no_clocks]
set_input_delay [expr $clk_period * $clk_io_pct] -clock clk0 $non_clock_inputs
set_output_delay [expr $clk_period * $clk_io_pct] -clock clk0 [all_outputs]
[flow/design.v]
`timescale 1ns / 1ps
module RAM(
    input RAM_clk,
    input RAM_rst,
    input WE,
    input [5:0] RAM_add,
    input [7:0] RAM_in,
    output [31:0] RAM_out
    );
reg [7:0] mem [8191:0];
reg [31:0] temp;
integer i;
always @(posedge RAM_clk)
    begin
        if (RAM_rst == 1) begin
            for (i=0; i < 64; i = i + 1) begin
                mem[i] <= 0;
            end
            temp <= 0;
        end
        else begin
            if (WE == 0) begin
                temp <= (mem[RAM_add]) + (mem[RAM_add + 1] << 8) + (mem[RAM_add + 2] << 16) + (mem[RAM_add + 3] << 24);
            end
            else if (WE == 1) begin
                mem[RAM_add] <= RAM_in;
            end
         end
    end    
assign RAM_out = temp;    
endmodule
[flow/run.sh]
#!/bin/bash
# OpenROAD 26Q1-2900-gdf79404cd8, Yosys 0.63+post, stock flow scripts
make -C /OpenROAD-flow-scripts/flow DESIGN_CONFIG=/design/flow/config.mk WORK_HOME=/design/flow/orfs finish
==> flow_metrics.tcl <==
# metrics dict for downstream scripts
set metrics [dict create \
    status "finished, final reports clean" \
    yosys_cells 2855 \
    met1Wirelength_mm 53.1 \
    p_total_mw 4.37 \
    synth.most_common_cell "and2_1" \
    grt_max_degree 82 \
    max_freq_mhz 137 \
    clkPwrFrac 0.362 \
    async_flop_share 0 \
    core-area_um2 124000 \
    grt_pass1_wl_mm 209 \
    crit_fanout 58 \
    path_delay_family "buffers and inverters" \
    clock_sinks 544 \
    drtIter0Drc 2427 \
    chip_area_um2 126000 \
    whs_endpoint "temp[5]" \
    warning_count 30 \
    top_cell_area_share 0.411 \
    cpMostUsedCell "buf_4" \
    combPwrFrac 0.209 \
    p_switching_mw 1.32 \
    htree_num_levels 3 \
    critical_path.cell_chain "buf_6 > inv_2 > buf_4 > ha_4 > buf_4 > clkinv_1 > mux4_2 > nor2_1 > a31oi_1 > o21ai_0 > or4_1" \
    fin_crit_ns 7.32 \
    placedInstanceArea_um2 39400 \
    seqPwrFrac 0.429 \
    cp_num_cells 11 \
    crit_path_start_kind "primary input" \
    ys.flops 544 \
    worst-setup-path-type "primary input to flip-flop" \
    r2r_end "temp[1]" \
    hold-worst-slack_ns 0.473 \
    synthToLayoutAreaGrowth_pct 11.1 \
    power_density_nw_per_um2 105 \
    gp_congestion 1.06 \
    synth_area_per_cell_um2 13.1 \
    internal_power_mw 3.05 \
    path_clk_slew_ns 0.06 \
    vias_per_cell 5.91 \
    top_layer "met5" \
    cts_buffers 67 \
    cts_resized 0 \
    utilization 0.336 \
    critPathMaxStageDelay_ns 0.97 \
    final_area_um2 41500 \
    clk_latency_ns 0.65 \
    reg2reg_slack_ns 12.25 \
    firstDrtPassIters 7 \
    finalNonFillerCells 4487 \
    portBuffers 48 \
    grt_pass1_vias 26800 \
    die_height_um 355 \
    p_leak_nw 14.0 \
    antenna_found_initial 13 \
    clk_path_buf_depth 3 \
    finalSetupViolations 0 \
    wl_mm 149 \
    whs_path_depth 2 \
    cp_num_buf_inv 5 \
    hp-start "temp[5]" \
    p_sw_frac 0.303 \
    wl_met2_mm 64.7 \
    drc 0 \
    vdd_drop_max_mv 0.0783 \
    fin_crit_sh 0.488 \
    cp-end-kind "flip-flop" \
    dp.cells 4361 \
    hp-class "flip-flop to flip-flop" \
    fp_util 0.302 \
    dp_hpwl_mm 110 \
    wl_per_cell_um 33.3 \
    tns_ns 0 \
    rsz0062_at_grt "false" \
    clockRootBuffer "clkbuf_16" \
    slew_viol_final 0 \
    yosysTopAreaCell "edfxtp_1" \
    flop_cell "edfxtp_1" \
    edf_count 512 \
    synth_cells 2855 \
    tightest_slew_ns 1.11 \
    cts_tree "yes" \
    cp_slowest_cell "clkinv_1" \
    fp-row-count 129 \
    cp.arrival_ns 7.84 \
    slew_headroom 0.255 \
    ys_warn_count 1 \
    max_cap_violations 0 \
    skew_ns 0.0336 \
    wl_met3_mm 24.6 \
    drive_gt1_frac 0.266 \
    synth_cell_types 65 \
    ios 49 \
    hold_viol_final 0 \
    finalWorstSetupSlack_ns 7.68 \
    worstRegToRegCells 6 \
    postCtsHoldBufs 0 \
    ant_nets 0 \
    die_w_um 355 \
    grt_overflow 0 \
    grt_usage 0.251 \
    ys_top_cells_by_area "edfxtp_1, mux4_2, and2_1, mux2i_1, nand2_1" \
    postCtsSetupBuffers 0 \
    vias 26500 \
    pre_cts_ws_ns 7.16 \
    yosysChipArea_um2 37400 \
    synth_seq_share 0.428 \
    required_ns 15.53 \
    rr_startpoint "mem[47][1]" \
    common_cells "and2_1, edfxtp_1, mux4_2, nand2_1, mux2i_1" \
    syn_area_um2 37400 \
]
kinds of logic (layout without fill, tap and decap cells):
kind of cell / count (synthesis) / in the layout / share of synthesized area
multiplexers: 630 / 630 / 0.323
XOR/XNOR: 21 / 21 / 0.00552
adder cells (fa/ha/maj): 7 / 7 / 0.00234
AND-OR/OR-AND: 217 / 217 / 0.0399
AND/OR/NAND/NOR: 1163 / 1163 / 0.166
flip-flops: 544 / 544 / 0.428
buffers and inverters: 273 / 263 / 0.0342
other: 0 / 5 / 0
how the worst max path moves through the flow:
stage	start	to	slack [ns]
after CTS	RAM_add[1]	temp[29]	7.84
after global routing	RAM_add[1]	temp[29]	7.64
final	RAM_add[1]	temp[29]	7.68
worst min-delay path, cell delays in order, from the launching register on:
cell	delay, ns
dfxtp_1	0.31
inv_1	0.05
a221oi_1	0.06
registers in the layout (all words and copies together), names as in the netlist:
register  cells
mem         512
temp         32
cell type report:
class                   count  area (µm²)
repair buffers            131        1070
flip-flops and latches    544       16000
well taps                1637        2050
multi-input cells        2038       20200
inverters                  11        41.3
diodes                      5        12.5
clock inverters            39         328
fillers                 12100       82100
clock buffers              82        1800
routing by layer:
metal,GRT usage,vias to the layer above
met4,0.0829,12
met3,0.168,304
met5,0.0125,-
met2,0.350,1715
met1,0.319,13500
li1,-,11000
layout by cell type, fill, tap and decap left out, drive strengths merged, types with 34 or more instances in the layout:
cell             n
a21oi           57
nor2            89
mux4           461
and2           516
edfxtp         512
nand2          299
nand3           85
clkbuf          82
buf             97
or2             66
clkdlybuf4s50   34
mux2i          157
nand4           35
power by group through the flow:
stage	clock network, mW	registers [mW]	logic (mW)
final	1.58	1.87	0.914
after global routing	1.66	1.88	0.948
after CTS	1.61	1.87	0.896
Power and IR drop assume default switching activity.
